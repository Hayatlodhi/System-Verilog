==> design.v <==
`timescale 1ns / 1ps
module counter #(parameter WIDTH=5)(
    input logic [WIDTH-1:0] data,
    input logic load,
    input logic enable,
    input logic clk,
    input logic rst_,
    output logic [WIDTH-1:0] count
    );
always_ff@(posedge clk, negedge rst_)
    begin
        if(!rst_)
        begin
            count<=0;
        end
        else if(load)
        begin
            count<=data;
        end
        else if(enable)
        begin
            count<=count+1;
        end
        else
        begin
            count<=count;
        end
    end
endmodule
==> run.sh <==
#!/bin/bash
# OpenROAD 26Q1-2900-gdf79404cd8, Yosys 0.63+post, stock flow scripts
make -C /OpenROAD-flow-scripts/flow DESIGN_CONFIG=/design/flow/config.mk WORK_HOME=/design/flow/orfs finish
==> config.mk <==
export PLATFORM = sky130hd
export DESIGN_NAME = counter
export DESIGN_NICKNAME = counter
export VERILOG_FILES = /design/flow/design.v
export SDC_FILE = /design/flow/constraint.sdc
export NUM_CORES = 4
export LEC_CHECK = 1
export CORE_AREA = 10 10 70 70
export DIE_AREA = 0 0 80 80
==> constraint.sdc <==
current_design counter

set clk_period 1.6
set clk_io_pct 0.2

create_clock -name clk0 -period $clk_period [get_ports {clk}]

set non_clock_inputs [all_inputs -no_clocks]
set_input_delay [expr $clk_period * $clk_io_pct] -clock clk0 $non_clock_inputs
set_output_delay [expr $clk_period * $clk_io_pct] -clock clk0 [all_outputs]
==> results_slide.txt <==
Flow Results at a Glance

Timing
  • Worst Tran Pin Value: 232 ps
  • Tcrit/Tclk final: 0.933
  • Slew Viols, Final: 0
  • Final hold violations: 0
  • Unrepaired setup endpoints after global routing: false
  • Worst Hold Slack: 297 ps
  • Max_slew headroom: 0.845
  • Worst Skew: approximately 2.6 ps
  • # setup viols final: 0
  • Setup TNS: 0 ps
  • Highest Clock Rate: approximately 670 MHz
  • Final min period: 1490 ps

Power
  • Leak pwr: 0.180 nW
  • Total power: approximately 0.41 mW
  • Total power per unit cell area: 862 mW/mm2
  • VDD IR max: 0.000338 V

Floorplan
  • Core Box Area: 0.00342 mm2
  • Die Y: 80 um
  • # IOs: 14
  • Fp util: 0.0729
  • DIE WIDTH: about 80 um
  • # rows: 21
  • Die ar.: 0.00640 mm2

Final layout
  • Fillers: 394
  • Share of post-route cells with drive strength above 1: 0.143
  • Fin cells: 88
  • Largest reg by FF count: count
  • Biggest registers after layout: count: 5 flops
  • Max reg flops: 5
  • Final core utilization: 0.139
  • Layout area overhead: 90.5%

Drt
  • # DRC: 0
  • Final WL: 810 um
  • Via density: 2.72
  • DRT iter0 DRCs: 5
  • Vias: roughly 240
  • Routed WL per cell: 9.20 um
  • Number of iterations in the first detailed-routing pass: 2
  • Final ANT Viol Nets: 0
  • Ant diodes: 0

Setup path
  • Setup crit end: count[2]
  • Max incr delay on CP: 510 ps
  • Reg2Reg Capture Point: count[4]
  • Crit. path cell count: 1
  • Worst reg2reg path depth: 4
  • Worst endpoint required time: 1280 ps
  • Type of the worst setup path: reg -> out
  • Worst reg2reg path startpoint: count[0]
  • Crit. End Element: output pin
  • Crit-path slowest cell: clkdlybuf4s50_1
  • Worst Path Buf+Inv: 1
  • CP Cell Sequence: clkdlybuf4s50_1
  • Setup crit start kind: register
  • Crit path from: count[2]
  • Worst path top cell family by delay: buffers and inverters
  • CP max FO: 4
  • R2R Setup Slk: 510 ps
  • Crit path DAT: around 1200 ps

Yosys
  • Unique cell types: 11
  • Yosys stat cell total: 24
  • Yosys stat chip area: about 250 um2
  • YS warnings: 1
  • Post-synthesis cell area: 249 um2
  • Avg Inst Size Synth: 10.4 um2
  • Cells after Synth: 24
  • Synth Seq Share: 0.503
  • Yosys reg bits: 5

CTS
  • Clk Tree Root Cell: clkbuf_4
  • Post-CTS setup buffers: 0
  • Clock Sinks: 5
  • PostCTS Resize Cnt: 0
  • Latest clock arrival within the worst-skew pair: 250 ps
  • Max clock buf depth: 2
  • CTS tree: yes
  • CTS clk-pin slew, worst paths: ~50 ps
  • H-tree Lvls: 1
  • Hold buffer count at cts: 0
  • TritonCTS buffer count: 3

Global routing
  • Largest net degree at the start of global routing: 9
  • Vias in the first global route: roughly 300
  • First-pass GRT wire length: 1.41 mm
  • GRT Total Usage: 0.0295
  • Initial antenna violation count: 0
  • GRT Residual Overflow: 0

Worst hold path
  • Worst min-delay path class: in -> async

Placement
  • DPL Wire Length: about 660 um
  • Port bufs: 13
  • Placed insts: ~84
  • Final GP Congestion: 0.739

Job
  • Maximum capacitance violations: 0
  • Tool Warnings: 25

Outcome
  • Run status: completed
-- logic make-up after synthesis --
group / synth area share
AOI/OAI and AO/OA: 0.0804
xor gates and xnor gates: 0.141
adders and majority gates: 0.0502
buffers and inverters: 0.0151
DFF: 0.503
muxes: 0.0854
and+or+nand+nor: 0.126
-- routing by layer --
metal	vias to the layer above	wire length [um]	global-route usage
li1	118	-	-
met1	105	536	0.0477
met3	0	84	0.0216
met4	0	0	0.00176
met5	-	0	0
met2	16	190	0.0289
-- synth_stat cells --
library cell  number  area (um2)
nand4_1            2        12.5
clkbuf_1           1        3.75
o21ai_1            1        5.00
o21ai_0            3        15.0
mux2i_1            1        10.0
xor2_1             2        17.5
xnor2_1            2        17.5
dfrtp_1            5         125
ha_1               1        12.5
nand2_1            5        18.8
mux2_2             1        11.3
-- metrics by stage --
stage | setup slack (ps) | instance area [um2]
floorplan | 587 | 249
CTS | 88.4 | 474
detailed placement | 150 | 448
global route | 43.5 | 474
global placement | 180 | 448
finish | 107 | 474
-- final cells by class --
class | instances | area (um2) | share of cell area
clock buffers | 4 | 26.3 | 0.0554
flip-flops and latches | 5 | 125 | 0.264
repair buffers | 15 | 145 | 0.306
multi-input cells | 18 | 120 | 0.253
well taps | 46 | 57.6 | 0.121
-- how the worst min path moves through the flow --
stage | start | end | slack [ps] | depth (start not counted)
6_report | rst_ | count[4] | 300 | 1
5_1_grt | rst_ | count[2] | 310 | 1
4_1_cts | rst_ | count[4] | 290 | 1
-- layout by cell type, fill, tap and decap left out --
cell	instances
o21ai_1	1
xnor2_1	2
nand4_1	2
clkbuf_1	1
o21ai_0	3
clkdlybuf4s50_1	13
mux2_2	1
xor2_1	2
clkbuf_4	3
nand2_1	5
dfrtp_1	5
mux2i_1	1
ha_1	1
buf_4	2
-- where the power goes --
part / switching (mW) / total [mW] / internal (mW)
Sequential: 0.0205 / 0.164 / 0.143
Clock: 0.0555 / 0.150 / 0.0945
Combinational: 0.0279 / 0.0953 / 0.0674
Power and IR drop assume default switching activity.
